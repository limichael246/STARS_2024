==> /design/flow/run.sh <==
#!/bin/bash
# OpenROAD 26Q1-2900-gdf79404cd8, Yosys 0.63+post, stock flow scripts
make -C /OpenROAD-flow-scripts/flow DESIGN_CONFIG=/design/flow/config.mk WORK_HOME=/design/flow/orfs finish
==> /design/flow/constraint.sdc <==
current_design request_handler

set clk_period 7.5
set clk_io_pct 0.2

create_clock -name clk0 -period $clk_period [get_ports {clk}]

set non_clock_inputs [all_inputs -no_clocks]
set_input_delay [expr $clk_period * $clk_io_pct] -clock clk0 $non_clock_inputs
set_output_delay [expr $clk_period * $clk_io_pct] -clock clk0 [all_outputs]
==> /design/flow/config.mk <==
export PLATFORM = sky130hd
export DESIGN_NAME = request_handler
export DESIGN_NICKNAME = request_handler
export VERILOG_FILES = /design/flow/design.v
export SDC_FILE = /design/flow/constraint.sdc
export NUM_CORES = 4
export LEC_CHECK = 1
export CORE_AREA = 10 10 166 166
export DIE_AREA = 0 0 176 176
export SYNTH_HDL_FRONTEND = slang
==> /design/flow/design.v <==
`default_nettype none
typedef enum logic [1:0] {
  NONE = 2'd0,
  CPU = 2'd1,
  VGA = 2'd2,
  UART = 2'd3
} current_client_t;
typedef enum logic [1:0] {
  INACTIVE = 2'b0,
  READY = 2'b1,
  ACTIVE = 2'b10
} VGA_state_t;
module request_handler (
  input logic nRst, clk,
  input VGA_state_t VGA_state,  
  output logic CPU_enable, UART_enable,
  input logic write_from_CPU, read_from_CPU,
  input logic [31:0] adr_from_CPU, data_from_CPU,
  input logic [3:0] sel_from_CPU,
  output logic [31:0] data_to_CPU,
  input logic write_from_VGA, read_from_VGA,  
  input logic [31:0] adr_from_VGA, 
  input logic [31:0] data_from_VGA,  
  input logic [3:0] sel_from_VGA, 
  output logic [31:0] data_to_VGA,
  input logic write_from_UART, read_from_UART,  
  input logic [31:0] adr_from_UART,  
  input logic [31:0] data_from_UART, 
  input logic [3:0] sel_from_UART,
  output logic [31:0] data_to_UART,  
  output logic write_to_mem, read_to_mem,
  output logic [31:0] adr_to_mem, data_to_mem,
  output logic [3:0] sel_to_mem,
  input logic [31:0] data_from_mem,
  input logic mem_busy
);
  current_client_t current_client;  
  logic [31:0] CPU_UART_cycle_counter;
  always_ff @( posedge clk, negedge nRst ) begin  
    if(~nRst) begin
      current_client <= NONE;
    end else begin
      if (VGA_state == READY | VGA_state == ACTIVE) begin
        current_client <= VGA;
      end else begin
        if(current_client == VGA) begin
          current_client <= UART;
        end else begin
          current_client <= CPU;
        end
      end
    end
  end
  always_comb begin   
    if(mem_busy) begin
      CPU_enable = 1'b0;
      UART_enable = 1'b0;
      data_to_CPU = 32'b0;
      data_to_VGA = 32'b0;
      data_to_UART = 32'b0;
      write_to_mem = 1'b0;
      read_to_mem = 1'b0;
      adr_to_mem = 32'b0;
      data_to_mem = 32'b0;
      sel_to_mem = 4'b0;
    end else begin
      case (current_client)
        NONE: begin
            CPU_enable = 1'b0;
            UART_enable = 1'b0;
            data_to_CPU = 32'b0;
            data_to_VGA = 32'b0;
            data_to_UART = 32'b0;
            write_to_mem = 1'b0;
            read_to_mem = 1'b0;
            adr_to_mem = 32'b0;
            data_to_mem = 32'b0;
            sel_to_mem = 4'b0;
        end
        VGA: begin
          CPU_enable = 1'b0;
          UART_enable = 1'b0;
          data_to_CPU = 32'b0;
          data_to_VGA = data_from_mem;
          data_to_UART = 32'b0;
          write_to_mem = write_from_VGA;
          read_to_mem = read_from_VGA;
          adr_to_mem = adr_from_VGA;
          data_to_mem = data_from_VGA;
          sel_to_mem = sel_from_VGA;
        end
        CPU: begin
          CPU_enable = 1'b1;
          UART_enable = 1'b0;
          data_to_CPU = data_from_mem;
          data_to_VGA = 32'b0;
          data_to_UART = 32'b0;
          write_to_mem = write_from_CPU;
          read_to_mem = read_from_CPU;
          adr_to_mem = adr_from_CPU;
          data_to_mem = data_from_CPU;
          sel_to_mem = sel_from_CPU;
        end
        UART: begin
          CPU_enable = 1'b0;
          UART_enable = 1'b1;
          data_to_CPU = 32'b0;
          data_to_VGA = 32'b0;
          data_to_UART = data_from_mem;
          write_to_mem = write_from_UART;
          read_to_mem = read_from_UART;
          adr_to_mem = adr_from_UART;
          data_to_mem = data_from_UART;
          sel_to_mem = sel_from_UART;
        end
      endcase
    end
  end
endmodule
==> run summary <==
Results of the flow run.

The startpoint identified for the worst register-to-register timing path is current_client[3]. Across all layers, the routed design uses 4203 vias. The chip width stands at between 150 and 200 um. The final hold slack stands at 0.6723 ns. Yosys shows that the main logic family after synthesis is simple AND/OR/NAND/NOR gates. Counting instances, the worst hold path has a depth of 2. The final non-filler cell area stands at 6539 um^2.

The total count of max-transition violations in the final report stands at 0. The overall die size recorded for this design is 30980 um^2. The cell type that accounts for the most area after synthesis is sky130_fd_sc_hd__a222oi_1. Logged for this run, the post-placement worst setup slack is 2.658 ns. For hold timing, the worst endpoint is current_client[2]. The timing report attributes the biggest portion of critical-path delay to buffers and inverters. The total antenna diodes in the routed design stands at 0.

The largest registers in the layout are current_client: 4 flops. In this run the most critical hold path is launched from current_client[0]. STA classifies the critical path endpoint as an output port. The critical path runs through a total of 6 cells. Looking at the critical path, the single cell with the biggest stage delay is sky130_fd_sc_hd__buf_4. The fraction of registers with async set/reset stands at ~100%. The fraction of final layout cells with drive strength greater than 1 stands at under 10%.

In this run the critical register-to-register path is captured at current_client[2]. Per the Yosys statistics, synthesis produced 298 cells. The number of antenna violations at the first check in global routing is 0. The total DRC errors in the routed layout stands at 0. The timing report gives the clock slew at the launch and capture registers of the worst setup and hold paths as around 0.030 ns. STA classifies the critical path startpoint as an input pin.

The mapped netlist covers between 2000 and 2500 um^2. The total power stands at 0.5337 mW. Timing would allow up to 0.2074 GHz. The final core area utilization stands at 27.13%. The length of the first detailed-routing pass in iterations stands at 9. For reference, the top cells by count after synthesis are 96 x sky130_fd_sc_hd__and2_1, 71 x sky130_fd_sc_hd__nor3_1, 70 x sky130_fd_sc_hd__a222oi_1. The number of instances resized during post-cts repair stands at 0. The transition time at the pin with the least slew margin stands at 0.7894 ns. The via count of the first global-routing pass stands at 4498. The total routing resource utilization after global routing stands at 11.68%. The stage delay of the slowest cell on the critical path stands at 0.54 ns. The detailed placement HPWL stands at about 17 mm. The final timing report counts setup violations totalling 0. The simple-gate portion of the synthesized area stands at 49.67%. The flow ran to the end, and the final reports show no timing, DRC or antenna violations. Of the available clock period, the critical path in the final layout requires 64.28%.

The CTS log lists the clock sinks for this run as 4. Checking hold timing, the worst path is listed with class flop to flop. TritonCTS built the clock tree. The number of routed nets with antenna violations stands at 0. The data required time at the worst endpoint stands at 6.00 ns. The reg-to-reg setup timing slack stands at 5.94 ns. Setup repair after global routing left no endpoint under its margin. The total wire length after detailed routing stands at 19.94 mm. Entering global routing, the biggest net connects 71 pins. According to the floorplan report, the placeable core area is roughly 24000 um^2. The area growth from synthesis to layout is 217.7%. The share of the core area taken by cells at floorplan is 8.538%. The synthesized design contains 0 enable-type register cells. Counting tap cells, the placed design contains a total of ~1000 instances. The final report lists a non-filler cell total of 1000.

The total of flip-flops plus latches after synthesis stands at 4. For reference, the most critical setup path is categorized as input pin to output port. The cell-mix breakdown from Yosys lists the XOR/XNOR area share as 0.4255%. The power density over cell area stands at 81.62 nW/um^2. The worst reg2reg path depth stands at 3. Sorting the synthesized cells by area gives the leading types as sky130_fd_sc_hd__a222oi_1 34%, sky130_fd_sc_hd__and2_1 29%, sky130_fd_sc_hd__nor3_1 17%. Adding up every negative setup slack in the final design gives 0 ns.

The chip area line in the Yosys stat output reads 2058 um^2. The aoi/oai-family share of the synthesized area stands at about 34%. Ranked by flip-flop count, first place goes to current_client. Looking at the clock tree report, the H-tree level count equals 1.

The logs give a warning total of 25. The leakage component of the power was reported as around 2.3 nW. The area fraction of the largest cell type after synthesis is 34.04%. The deepest clock path buffer count stands at 2.

The count of mapped cells out of synthesis stands at 298. The routed via count divided by cell count stands at 4.203. The skew report gives the latency at the later pin of the worst-skew pair as about 0.23 ns.

The number of endpoints with negative hold slack in the final report stands at 0. Sorting the synthesis cell report by count puts at the top sky130_fd_sc_hd__and2_1. The report lists the number of standard-cell rows as 57. In this run the count of I/O pins placed on the die edge is 415.

After synthesis, flip-flops and latches occupy between 4 and 5% of the total area. The minimum period implied by the final worst setup slack stands at 4.821 ns. The placed instances occupy a cell area of 6460 um^2. The synthesis report names the predominant flop master as sky130_fd_sc_hd__dfrtp_1. The sum of overflow across all layers after global routing stands at 0. For this run, the number of Yosys warnings is 0. The first-iteration detailed-routing DRC count stands at 402.

The worst clock skew stands at 0.006285 ns. The flip-flop count of the largest register, all copies and words added stands at 4. The remaining max-slew budget at the tightest pin stands at 47.37%. The count of buffers from port buffering stands at 414. Measured along the y axis, the die boundary spans 176 um. Per STA, the library cell used most along the worst path is sky130_fd_sc_hd__buf_4. The total of max-cap violations stands at 0. Buffers inserted during clock tree synthesis total 3. The peak supply drop stands at 0.07098 mV. The post-synthesis area per instance stands at 6.907 um^2. The first global-routing pass estimated 28.34 mm of wire. The area fraction in full adders, half adders and majority gates stands at 0%. The synthesized netlist contains 16 unique library cells. The post-CTS setup-driven buffer insertion count stands at 0. Measured against the total synthesized area, the mux share comes to 0%.

The final timing report gives a worst setup slack of 2.679 ns. Clock tree synthesis selected as its root buffer the cell sky130_fd_sc_hd__clkbuf_16. Per the detail_route report, routed wire per instance is 19.94 um. The number of buffers and inverters on the critical path stands at 4. For reference, the critical path cell chain is buf_4, buf_4, nor2b_2, buf_4, and2_1, clkdlybuf4s50_1. The total of hold buffers inserted after clock tree synthesis stands at 0. Routability-driven placement finished with a final weighted congestion of between 0.8 and 0.9. The arrival time of the worst setup path stands at around 3.3 ns. Looking at the critical path, the highest net fanout was 48.
## layout by cell type (no fill, tap or decap), drive strengths merged
cell type      instances
clkdlybuf4s50        413
and2                  96
nor3                  72
a222oi                70
buf                    9
clkbuf                 4
dfrtp                  3
nor4                   2
nor2                   2
nor2b                  1
xor2                   1
inv                    1
dfstp                  1
conb                   1
## where the power goes
part / total (mW) / switching [mW] / internal, mW
combinational: 0.412 / 0.145 / 0.267
clock: 0.0852 / 0.0150 / 0.0702
sequential: 0.0362 / 0.0119 / 0.0243
total: 0.534 / 0.172 / 0.361
## worst max path at each step
stage	to	start	slack, ns
5_1_grt	data_to_UART[24]	mem_busy	2.55
6_report	data_to_UART[25]	mem_busy	2.68
4_1_cts	data_to_UART[25]	mem_busy	2.65
## cells by family (layout without fill, tap and decap cells)
group,after synthesis,count (layout)
simple gates,173,173
xor+xnor,1,1
compound gates,70,70
flops,4,4
other cells,1,1
buf+inv,49,427
## worst reg2reg max path, cell delays in order, from the launching register on
cell and delay, ns:
sky130_fd_sc_hd__dfrtp_2 0.68, sky130_fd_sc_hd__buf_4 0.60, sky130_fd_sc_hd__nor3_1 0.12, sky130_fd_sc_hd__nor2_1 0.11
## final cells by class
type                            instances  area [um^2]
Fill cell                            2664        17570
Timing Repair Buffer                  422         4202
Multi-Input combinational cell        245         1744
Tap cell                              324        405.4
Sequential cell                         4        105.1
Clock buffer                            4        78.83
Inverter                                1        3.754
## per-layer routing
metal  up-vias  GRT usage (%)  part of all wire (%)  routed length [um]
met5         -              0                     0                   0
met4         0          1.766                   1.7                 332
met3        22          5.141                    13                2587
met2       300          20.59                    49                9842
met1      1916          12.96                    36                7181
li1       1965              -                     -                   -
Power is estimated from default activity; no workload was simulated.
