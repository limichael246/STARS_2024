<file path="design/flow/run.sh">
#!/bin/bash
# OpenROAD 26Q1-2900-gdf79404cd8, Yosys 0.63+post, stock flow scripts
make -C /OpenROAD-flow-scripts/flow DESIGN_CONFIG=/design/flow/config.mk WORK_HOME=/design/flow/orfs finish
</file>
<file path="design/flow/config.mk">
export PLATFORM = sky130hd
export DESIGN_NAME = CPU_request_unit
export DESIGN_NICKNAME = CPU_request_unit
export VERILOG_FILES = /design/flow/design.v
export SDC_FILE = /design/flow/constraint.sdc
export NUM_CORES = 4
export LEC_CHECK = 1
export CORE_UTILIZATION = 30
export SYNTH_HDL_FRONTEND = slang
</file>
<file path="design/flow/constraint.sdc">
current_design CPU_request_unit

set clk_period 6.4
set clk_io_pct 0.2

create_clock -name clk0 -period $clk_period [get_ports {clk}]

set non_clock_inputs [all_inputs -no_clocks]
set_input_delay [expr $clk_period * $clk_io_pct] -clock clk0 $non_clock_inputs
set_output_delay [expr $clk_period * $clk_io_pct] -clock clk0 [all_outputs]
</file>
<file path="design/flow/design.v">
module CPU_request_unit (
    input logic clk, nRST,
    input logic busy_o,
    input logic [31:0] cpu_dat_o,
    input logic MemRead,             
    input logic MemWrite,            
    input logic [3:0] sel_from_CPU,        
    input logic [31:0] address_DM,   
    input logic [31:0] address_IM,   
    input logic [31:0] data_DM,      
    output logic write_i,
    output logic read_i,
    output logic [3:0] sel_i,
    output logic [31:0] adr_i,
    output logic [31:0] cpu_dat_i,
    output logic enable,         
    output logic [31:0] instr,   
    output logic [31:0] data     
);
    typedef enum logic {IDLE, BUSY} StateType;
    StateType state, next_state;
    logic next_write_i, next_read_i, rtype, next_rtype, next_enable, dhit, next_dhit;
    logic [31:0] next_adr_i, next_cpu_dat_i, next_instr, next_data;
    logic [3:0] next_sel_i;
    always_ff @(posedge clk, negedge nRST) begin
        if (!nRST) begin
            instr       <= 32'b0;
            data        <= 32'b0;
            write_i     <= 1'b0;
            read_i      <= 1'b0;
            sel_i       <= 4'b0;
            adr_i       <= 32'b0;
            cpu_dat_i   <= 32'b0; 
            state       <= IDLE;
            rtype       <= 1'b0;
            enable      <= 1'b0;
            dhit        <= 1'b0;
        end else begin
            instr       <= next_instr;
            data        <= next_data;
            write_i     <= next_write_i;
            read_i      <= next_read_i;
            sel_i       <= next_sel_i;
            adr_i       <= next_adr_i;
            cpu_dat_i   <= next_cpu_dat_i;
            state       <= next_state;
            rtype       <= next_rtype;
            enable      <= next_enable;
            dhit        <= next_dhit;
        end
    end
    always_comb begin
        next_dhit       = dhit;
        next_enable     = 1'b0;
        next_instr      = instr;
        next_data       = data;
        next_read_i     = read_i;
        next_write_i    = write_i;
        next_adr_i      = adr_i;
        next_sel_i      = sel_i;
        next_cpu_dat_i  = cpu_dat_i;
        next_state      = state;
        next_rtype      = rtype;
        case (state)
            IDLE: begin
                next_state      = BUSY;
                if (MemRead && !dhit) begin
                    next_read_i     = 1'b1; 
                    next_write_i    = 1'b0;
                    next_adr_i      = address_DM;
                    next_sel_i      = sel_from_CPU;
                    next_rtype      = 1'b1;              
                end else if (MemWrite && !dhit) begin
                    next_read_i     = 1'b0;
                    next_write_i    = 1'b1;
                    next_adr_i      = address_DM;
                    next_sel_i      = sel_from_CPU;
                    next_cpu_dat_i  = data_DM;
                    next_rtype      = 1'b1;          
                end else begin
                    next_read_i     = 1'b1;
                    next_write_i    = 1'b0;
                    next_adr_i      = address_IM;
                    next_sel_i      = 4'b1111;
                    next_rtype      = 1'b0;
                    next_dhit       = 1'b0;          
                end
            end
            BUSY: begin
                if (!busy_o) begin
                    next_enable     = rtype == 1'b0;
                    next_dhit       = rtype == 1'b1;
                    next_read_i     = 1'b0;
                    next_write_i    = 1'b0;
                    next_sel_i      = 4'b0;
                    next_adr_i      = 32'b0;
                    next_cpu_dat_i  = 32'b0;
                    next_rtype      = 0;
                    next_state      = IDLE;
                end else begin
                    if (rtype == 0) begin
                        next_instr  = cpu_dat_o;
                        next_data   = 32'b0;
                    end else begin
                        next_instr  = 32'b0;
                        next_data   = cpu_dat_o;
                    end
                end
            end 
            default: begin
                next_dhit       = dhit;
                next_enable     = 1'b0;
                next_instr      = instr;
                next_data       = data;
                next_read_i     = read_i;
                next_write_i    = write_i;
                next_sel_i      = sel_i;
                next_adr_i      = adr_i;
                next_cpu_dat_i  = cpu_dat_i;
                next_state      = state;
            end
        endcase
    end
endmodule
</file>
==> metrics.yaml <==
cpMostUsedCell: "buf_4"
mux_share_pct: 0.178
hold-path-cell-count: 2
rsz0062_at_grt: "false"
drc_errors: 0
run_status: "complete, no violations"
top_cell_area_share_pct: 61.5
cp_num_buf_inv: 3
vias_per_cell: 4.79
cts_tree: "built"
grt_max_degree: 83
top_cell: "nand2_1"
ys_area_um2: 5620
synthAoiAreaFrac_pct: 13.4
crit_path_top_delay_cell: "buf_4"
async_flop_share_pct: 100
syn_avg_cell_area_um2: 9.97
cts-htree-levels: 4
powerDensity_nw_per_um2: 278
top_cells_by_count: "199 x nand2_1, 138 x dfrtp_1"
layout_min_cycle_time_ps: 2840
track_usage_pct: 18.1
critPathLaunchType: "input port"
skew_ps: 7.30
overflow: 0
fp_util_pct: 30.9
ctsHoldBuffers: 0
area_leaders: "dfrtp_1 61%, nand2_1 13%, a22o_1 5.0%"
netlist_area_um2: 5620
grt_antenna_before_repair: 0
grt_pass1_wl_um: 27300
warnings: 25
drtIter0Drc: 321
numClockSinks: 138
reg2reg_slack_ps: 4290
ys_types: 22
cp-end-kind: "flop"
setup_viol: 0
place_congestion: 0.811
hold_viol_final: 0
chipArea_um2: 19300
flop_cell: "dfrtp_1"
fa_ha_area_share_pct: 0
clkTransAtPathRegs_ps: 60
ir_drop_mv: 0.167
antenna_left: 0
ioPinCount: 272
crit_cells: 6
fillers: 1577
crit_fanout: 70
utilization_pct: 50.3
area_growth_pct: 62.7
simple_gate_share_pct: 21.4
hold_path_class: "reg -> reg"
edf_count: 0
cts_buffer_depth: 2
cpPeakStageDelay_ps: 550
die-width_um: 139
die_h_um: 139
post_cts_buffers: 0
cts_resized: 0
drive_gt1_share_pct: 5.90
r2r_cells: 5
tightestPinTransition_ps: 775
maxSlewViolCount: 0
logic_area_um2: 1970
timing.slew.headroom_pct: 48.3
post_drt_wl_per_cell_um: 15.9
setup.worst_path.class: "in -> reg"
max_freq_ghz: 0.352
logic_family: "simple AND/OR/NAND/NOR gates"
yosys_warnings: 0
seqCellArea_um2: 3460
antenna_cells: 0
tns_ps: 0
grt_pass1_vias: 5186
ys_seq_share_pct: 61.5
cp_top_family: "buffers and inverters"
core_um2: 18100
root_buffer: "clkbuf_16"
path_cells: "clkdlybuf4s50_1 -> buf_4 -> and2_2 -> buf_4 -> nand3_1 -> nand2_1"
numCtsBuffers: 17
yosys.area_share.xor_xnor_pct: 0
drt_pass1_iterations: 26
p_leak_nw: 4.19
post-route-period-util_pct: 44.3
rows: 49
ys.flops: 138
arrival_ps: 3180
numPortBuffers: 271
yosys_cells: 563
synth_cells: 563
vias: 5077
maxCapViolCount: 0
top_area_cell: "dfrtp_1"
drt-total-wl_um: 16800
insertion_delay_ps: 410
dp_hpwl_um: 11100
critical_path_required_ps: 6740
## through the flow
stage / cell area [um2] / setup slack (ps) / hold slack (ps) / cells / total power [W]
6_report: 9140 / 3560 / 464 / 1059 / 0.00254
5_1_grt: 9140 / 3440 / 481 / 1059 / 0.00266
4_1_cts: 9140 / 3580 / 469 / 1059 / 0.00257
3_5_place_dp: 8500 / 3160 / 456 / 1027 / 0.00151
3_3_place_gp: 8500 / 3190 / 448 / 1027 / 0.00151
2_1_floorplan: 5620 / 4200 / 414 / 563 / 0.00116
## final cells by class
| class | count | share of cell area, % |
|---|---|---|
| clock buffers | 19 | 4.85 |
| clock inverters | 13 | 2.12 |
| inverters | 2 | 0.0822 |
| multi-input cells | 378 | 21.5 |
| flip-flops and latches | 138 | 37.8 |
| well taps | 229 | 3.14 |
| repair buffers | 280 | 30.4 |
## final timing paths
path,from,endpoint
worst min register to register,instr[11],instr[11]
worst max register to register,state,data[12]
min in group asynchronous,nRST,data[2]
max in group asynchronous,nRST,state
worst min-delay path,instr[11],instr[11]
worst max-delay path,busy_o,data[12]
## sequential cells by signal, summed over array words and instances (netlist names)
name	cells
rtype	1
cpu_dat_i	32
read_i	1
instr	32
enable	1
write_i	1
adr_i	32
state	1
sel_i	4
dhit	1
data	32
## cells by family (layout without fill, tap and decap cells)
group / count (synthesis) / after routing
compound gates: 106 / 106
mux: 1 / 1
flops: 138 / 138
simple gates: 271 / 271
buf+inv: 47 / 314
## layout by cell type (no fill, tap or decap), types with 2 or more instances in the layout
cell             count
clkinv_2             2
o21ai_0              5
bufinv_16            4
nand2_1            198
clkdlybuf4s50_1    270
nor2_1               5
a22o_1              32
dfrtp_1            136
clkbuf_16           17
nand3_1             32
nand3b_1            32
inv_1                2
buf_4                9
a22oi_1             32
a21oi_1             32
dfrtp_2              2
clkinv_4             6
## tightest hold or removal path: stages, from the launching register on
cell	delay (ps)
dfrtp_1	340
nand2_1	50
nand2_1	50
## report_power, final
| group | switching, W | internal (W) |
|---|---|---|
| sequential | 0.0000591 | 0.000970 |
| clock | 0.000378 | 0.000668 |
| combinational | 0.000168 | 0.000296 |
| total | 0.000605 | 0.00193 |
## per-layer routing
layer | GRT usage (%) | part of all wire, %
met5 | 0 | 0
met4 | 2.22 | 0.97
met3 | 7.11 | 10
met2 | 27.2 | 46
met1 | 26.4 | 43
No activity file was given, so power comes from the tool's default toggle rates.
