<file path="flow/design.v">
`default_nettype none
module top (
  input  logic hz100, reset,
  input  logic [20:0] pb,
  output logic [7:0] left, right,
         ss7, ss6, ss5, ss4, ss3, ss2, ss1, ss0,
  output logic red, green, blue,
  output logic [7:0] txdata,
  input  logic [7:0] rxdata,
  output logic txclk, rxclk,
  input  logic txready, rxready
);
  logic strobeZ;
  synckey skeyZ (
    .rst(reset),
    .clk(hz100),
    .in(pb[19]),
    .strobe(strobeZ)
  );
  assign left[7] = strobeZ;
  logic strobe0;
  synckey skey0 (
    .rst(reset),
    .clk(hz100),
    .in(pb[0]),
    .strobe(strobe0)
  );
  assign left[0] = strobe0;
  logic strobe1;
  synckey skey1 (
    .rst(reset),
    .clk(hz100),
    .in(pb[1]),
    .strobe(strobe1)
  );
  assign left[1] = strobe1;
  logic [7:0] data_out;
  logic data_ready;
  logic [6:0] working_data;
  logic [2:0] bits_received;
  logic receiving;
  UART_Receiver #(.BAUD_RATE(100), .CLOCK_FREQ(100)) UART(
    .nRst(~reset),
    .clk(strobeZ),
    .enable(1'b1),
    .Rx(strobe1),
    .data_out(data_out),
    .data_ready(data_ready),
    .working_data(working_data),
    .bits_received(bits_received),
    .receiving(receiving)
  );
  assign right[7:0] = data_out;
  assign red = receiving;
  ssdec ssdec0 (
    .in({3'b0, working_data[0]}),
    .enable(bits_received > 0),
    .out(ss0)
  );
  ssdec ssdec1 (
    .in({3'b0, working_data[1]}),
    .enable(bits_received > 1),
    .out(ss1)
  );
  ssdec ssdec2 (
    .in({3'b0, working_data[2]}),
    .enable(bits_received > 2),
    .out(ss2)
  );
  ssdec ssdec3 (
    .in({3'b0, working_data[3]}),
    .enable(bits_received > 3),
    .out(ss3)
  );
  ssdec ssdec4 (
    .in({3'b0, working_data[4]}),
    .enable(bits_received > 4),
    .out(ss4)
  );
  ssdec ssdec5 (
    .in({3'b0, working_data[5]}),
    .enable(bits_received > 5),
    .out(ss5)
  );
  ssdec ssdec6 (
    .in({3'b0, working_data[6]}),
    .enable(bits_received > 6),
    .out(ss6)
  );
endmodule
module ssdec (
  input logic [3:0] in,
  input logic enable,
  output logic [7:0] out
);
  always_comb begin
    case(enable)
    1'b0 : begin out = 8'b00000000; end
    1'b1 : begin
      case(in)
        4'b0000 : begin out = 8'b00111111; end  
        4'b0001 : begin out = 8'b00000110; end  
        4'b0010 : begin out = 8'b01011011; end  
        4'b0011 : begin out = 8'b01001111; end  
        4'b0100 : begin out = 8'b01100110; end  
        4'b0101 : begin out = 8'b01101101; end  
        4'b0110 : begin out = 8'b01111101; end  
        4'b0111 : begin out = 8'b00000111; end  
        4'b1000 : begin out = 8'b01111111; end  
        4'b1001 : begin out = 8'b01100111; end  
        4'b1010 : begin out = 8'b01110111; end  
        4'b1011 : begin out = 8'b01111100; end  
        4'b1100 : begin out = 8'b00111001; end  
        4'b1101 : begin out = 8'b01011110; end  
        4'b1110 : begin out = 8'b01111001; end  
        4'b1111 : begin out = 8'b01110001; end  
      endcase
    end
    endcase
  end
endmodule
module synckey (  
  input logic clk, rst,
  input logic in,
  output logic strobe
);
  logic middle;
  always_ff @(posedge clk, posedge rst) begin
    if(rst) begin
      middle <= 0;
    end
    else begin
      middle <= in;
    end
  end
  always_ff @(posedge clk, posedge rst) begin
    if(rst) begin
      strobe <= 0;
    end
    else begin
      strobe <= middle;
    end
  end
endmodule
typedef enum logic { 
  RESET = 1'b0,
  COUNTING = 1'b1
} BAUD_counter_state_t;
module UART_Receiver #(
  parameter BAUD_RATE = 9600,
  parameter CLOCK_FREQ = 50000000,
  parameter CYCLES_PER_BIT = CLOCK_FREQ / BAUD_RATE  
) (
  input logic nRst, clk, enable, Rx,
  output logic [7:0] data_out,
  output logic data_ready,  
  output logic [6:0] working_data,  
  output logic [2:0] bits_received,  
  output logic receiving  
);
  BAUD_counter_state_t BAUD_counter_state;
  logic [15:0] BAUD_counter;  
  always_ff @( posedge clk, negedge nRst ) begin  
    if (~nRst) begin
      BAUD_counter <= 0;
    end else begin
      if(BAUD_counter_state == RESET | BAUD_counter == CYCLES_PER_BIT) begin  
        BAUD_counter <= 0;
      end else begin
        BAUD_counter <= BAUD_counter+1;
      end
    end
  end
  always_ff @( posedge clk, negedge nRst ) begin  
    if (~nRst) begin  
      data_out <= 8'b0;
      working_data <= 7'b0;
      receiving <= 1'b0;
      bits_received <= 3'b0;
      data_ready <= 1'b0;
      BAUD_counter_state <= RESET;
    end else begin
      if(enable) begin
        if (receiving) begin
          if(BAUD_counter == CYCLES_PER_BIT) begin  
            if (bits_received == 3'd7) begin  
              data_out <= {working_data, Rx};
              working_data <= 7'b0;
              receiving <= 1'b0;
              bits_received <= 3'b0;
              data_ready <= 1'b0;
              BAUD_counter_state <= RESET; 
            end else begin  
              data_out <= data_out;
              working_data <= {working_data[5:0], Rx};
              receiving <= 1'b1;
              bits_received <= (bits_received + 1);
              data_ready <= 1'b1;
              BAUD_counter_state <= COUNTING;
            end
          end
        end else begin  
          if(Rx == 1'b0) begin  
            data_out <= data_out;
            working_data <= 7'b0;
            receiving <= 1'b1;
            bits_received <= 3'b0;
            data_ready <= 1'b1;
            BAUD_counter_state <= COUNTING;
          end else begin  
            data_out <= data_out;
            working_data <= 7'b0;
            receiving <= 1'b0;
            bits_received <= 3'b0;
            data_ready <= 1'b1;
            BAUD_counter_state <= RESET;
          end
        end
      end else begin  
        data_out <= 8'b0;
        working_data <= 7'b0;
        receiving <= 1'b0;
        bits_received <= 3'b0;
        data_ready <= 1'b0;
        BAUD_counter_state <= RESET;
      end
    end
  end
endmodule
</file>
<file path="flow/run.sh">
#!/bin/bash
# OpenROAD 26Q1-2900-gdf79404cd8, Yosys 0.63+post, stock flow scripts
make -C /OpenROAD-flow-scripts/flow DESIGN_CONFIG=/design/flow/config.mk WORK_HOME=/design/flow/orfs finish
</file>
<file path="flow/config.mk">
export PLATFORM = sky130hd
export DESIGN_NAME = top
export DESIGN_NICKNAME = top
export VERILOG_FILES = /design/flow/design.v
export SDC_FILE = /design/flow/constraint.sdc
export NUM_CORES = 4
export LEC_CHECK = 1
export CORE_UTILIZATION = 50
export SYNTH_HDL_FRONTEND = slang
</file>
<file path="flow/constraint.sdc">
current_design top

set clk_period 1.3
set clk_io_pct 0.2

create_clock -name clk0 -period $clk_period [get_ports {hz100}]

set non_clock_inputs [all_inputs -no_clocks]
set_input_delay [expr $clk_period * $clk_io_pct] -clock clk0 $non_clock_inputs
set_output_delay [expr $clk_period * $clk_io_pct] -clock clk0 [all_outputs]
</file>
==> ci_impl_report.md <==
## PnR job results

| Metric | Value |
|---|---|
| Reg2reg path depth | 0 |
| Row cnt | 25 |
| DRC Markers | 0 |
| Worst Tran Pin Value | 553.9 ps |
| Core Box Area | 0.004817 mm^2 |
| Final setup viols | 0 |
| # Cells Yosys | 258 |
| Gr usage total | 16.56% |
| # H-tree levels | 1 |
| Yosys cell types | 36 |
| WP buf/inv | 1 |
| Crit-path cells | clkdlybuf4s50_1 |
| Clock slew at reported path FFs | 30 ps |
| Chip area | 0.005405 mm^2 |
| Final Hold Fails | 0 |
| Final slew viol count | 0 |
| Comb pwr share | 27.7% |
| Initial Util | 53.09% |
| Worst min-delay path class | input pin to asynchronous set/reset pin |
| Endpoints left unconstrained | 87 |
| Synth async-reset ratio | 100.0% |
| Critical path type | register to primary output |
| Largest fanout on the critical path | 1 |
| Syn avg cell area | 9.913 um^2 |
| First-pass GRT wire length | 6.720 mm |
| Placed insts | 352 |
| Worst Clk Skew | 0.8793 ps |
| Pwr dens | 261.4 mW/mm^2 |
| Minimum clock period after layout | 1233 ps |
| Initial antenna violation count | 0 |
| Critical path origin | skey0.strobe |
| P_int | 0.5828 mW |
| Syn Inst Count | 258 |
| Status | complete, no violations |
| Sequential-to-total area share from yosys stat | 41.10% |
| NetSw | 0.1779 mW |
| CP startpoint kind | register |
| YS chip area | 0.002557 mm^2 |
| Main flop type | dfrtp_1 |
| Die Span Y | 73.52 um |
| Max Clock Freq | 811.2 MHz |
| Grt total ovfl | 0 |
| Die width | 73.52 um |
| RSZ-0062 raised after global routing | no |
| PnR Total Power | 0.7607 mW |
| Avg WL per Cell | 11.91 um |
| Number of vias per cell | 4.804 |
| Final cell count without fillers | 357 |
| Tool warnings | 60 |
| TritonCTS clock tree | done |
| Clk latency of the worst-skew pair | 220 ps |
| Worst relative slew slack | 62.73% |
| Antenna Cells | 0 |
| Clock root buffer | clkbuf_8 |
| LEAKAGE | 1.312 nW |
| FF-to-FF Start | skeyZ.middle |
| Req. time, crit path | 1040 ps |
| IO Port Bufs | 58 |
| Critical-path top delay cell | clkdlybuf4s50_1 |
| Routed Wire Length | 4.253 mm |
| DR vias | 1,715 |
| Seq pwr share | 37.1% |
| Worst Setup End Kind | primary output |
| Max Cap Viol | 0 |
| Global placer's final weighted congestion | 0.8457 |
| DRT antenna net count | 0 |
| Setup TNS | 0 ps |
| Share of layout cells above drive strength 1 | 8.966% |
| Switching part of the total | 23.39% |
| Num ports | 126 |
| Mapped cell area | 0.002557 mm^2 |
| Vias in the first global route | 1,424 |
| Reg2Reg Capture Point | skeyZ.strobe |
| Max Buffers Root-to-Sink | 2 |
| Fin crit share | 94.82% |
| Seq cells post-synth | 42 |
| Register pins left without a clock | 36 |
| Pin count of the biggest net entering global routing | 37 |
| Crit path DAT | 970 ps |
| Number of enable flip-flop cells | 0 |
| Largest delay share family, worst path | buffers and inverters |
| Max incr delay on CP | 450 ps |
| Syn. warnings | 25 |
| Placed wire-length estimate | 3.277 mm |
| CTS buffer count | 3 |
| Synthesis-to-finish area growth | 13.80% |
| Flop2flop setup slack | 840 ps |
| TritonRoute pass-1 iters | 4 |
| Iter 0 DRT Violations | 88 |
| Clk network pwr share | 35.2% |
| Peak VDD IR | 0.4351 mV |
[timing repair]
item                       CTS  global route
hold endpoints to repair     0             0
hold buffers                 0             0
resized                      0             2
gates cloned                 0             0
setup endpoints to repair    1             2
setup buffers                1             1
[Yosys cell counts (2+ instances only)]
cell      number  area [um^2]
dfrtp_1       42         1051
xnor2_1       10        87.58
o21ai_0        3        15.01
nand3b_1       7        52.55
or4_1          2        15.01
xor2_1         3        26.28
nor4_1         5        31.28
ha_1           9        112.6
nor2_1        21        78.83
and3_1         2        12.51
a21boi_0       8        60.06
nor3_1         7        35.03
or4_4          2        22.52
nor2b_1        3        18.77
or3_1          3        18.77
buf_4         70        525.5
nand2_1       14        52.55
nand4_1        3        18.77
or3b_2         2        17.52
nand3_1        8        40.04
inv_1         10        37.54
mux2_2         8        90.09
a21oi_1        3        15.01
[power groups by stage]
stage / Sequential, mW / Clock, mW / Combinational [mW]
6_report: 0.282 / 0.268 / 0.211
5_1_grt: 0.285 / 0.284 / 0.248
4_1_cts: 0.283 / 0.276 / 0.217
[cells by family after synthesis]
family                   after synthesis  synth area share (%)
AND/OR/NAND/NOR                       85                 19.03
buffers and inverters                 83                 22.80
flip-flops                            42                 41.10
AND-OR/OR-AND                         17                 4.550
XOR/XNOR                              13                 4.452
adder cells (fa/ha/maj)                9                 4.403
multiplexers                           8                 3.523
other                                  1                0.1466
[per-stage QoR]
step	hold WS, ps	worst slack [ps]	cell area (um^2)	utilization [%]
4_1_cts	317.4	2.622	2898	60.16
3_5_place_dp	341.1	199.6	2849	59.14
5_1_grt	349.8	35.40	2910	60.42
3_3_place_gp	336.0	188.5	2849	59.14
2_1_floorplan	291.4	65.65	2700	-
6_report	305.2	67.29	2910	60.42
[per-layer routing]
layer	wire length [um]	part of all wire [%]	track usage [%]
met1	2135	50	29.68
met2	1812	43	24.36
met3	288	6.8	0.8322
met4	16	0.38	1.282
met5	0	0	0
[area by class of cell]
cell class,instances,area [um^2]
well taps,67,83.83
clock buffers,3,41.29
inverters,10,37.54
repair buffers,64,630.6
flip-flops and latches,42,1051
fillers,419,1907
multi-input cells,171,1066
[cell usage in the layout (no fill, tap or decap), types with 5 or more instances in the layout]
| cell type | count |
|---|---|
| xnor2_1 | 10 |
| nor2_1 | 21 |
| nor3_1 | 7 |
| nor4_1 | 5 |
| ha_1 | 9 |
| inv_1 | 10 |
| dfrtp_1 | 42 |
| buf_4 | 6 |
| mux2_2 | 8 |
| conb_1 | 39 |
| clkdlybuf4s50_1 | 56 |
| nand3_1 | 8 |
| nand2_1 | 14 |
| a21boi_0 | 8 |
| nand3b_1 | 7 |
[registers in the layout (all words and copies together) (netlist names)]
signal,count
UART.BAUD_counter_state,1
skey1.middle,1
UART.BAUD_counter,16
UART.receiving,1
skey0.strobe,1
UART.bits_received,3
skey1.strobe,1
UART.working_data,7
UART.data_out,8
skeyZ.strobe,1
skeyZ.middle,1
skey0.middle,1
[how the worst max path moves through the flow]
stage / slack, ps / endpoint / cells after the start
CTS: 3 / left[7] / 1
global route: 40 / left[0] / 1
finish: 70 / left[0] / 1
Power is estimated from default activity; no workload was simulated.
